--- ./config.mk ---
export PLATFORM = sky130hd
export DESIGN_NAME = fibonacci
export DESIGN_NICKNAME = fibonacci
export VERILOG_FILES = /design/flow/design.v
export SDC_FILE = /design/flow/constraint.sdc
export NUM_CORES = 4
export LEC_CHECK = 1
export CORE_AREA = 10 10 94 94
export DIE_AREA = 0 0 104 104
--- ./constraint.sdc ---
current_design fibonacci

set clk_period 7.5
set clk_io_pct 0.2

create_clock -name clk0 -period $clk_period [get_ports {clk}]

set non_clock_inputs [all_inputs -no_clocks]
set_input_delay [expr $clk_period * $clk_io_pct] -clock clk0 $non_clock_inputs
set_output_delay [expr $clk_period * $clk_io_pct] -clock clk0 [all_outputs]
--- ./design.v ---
module fibonacci (
    input clk   ,
    input rst   ,
    input enb   ,
    output [11:0] fibout
);
reg [11:0] valor_previo;
reg [11:0] valor_actual;
always @(posedge clk) begin
    if(enb) begin
        if(!rst) begin
            valor_previo <= valor_actual; 
            valor_actual <= valor_actual + valor_previo;
    end else begin  
            valor_previo <= 0;
            valor_actual <= 1;
    end
    end
end
assign fibout = valor_previo;
endmodule
--- ./run.sh ---
#!/bin/bash
# OpenROAD 26Q1-2900-gdf79404cd8, Yosys 0.63+post, stock flow scripts
make -C /OpenROAD-flow-scripts/flow DESIGN_CONFIG=/design/flow/config.mk WORK_HOME=/design/flow/orfs finish
==> deck_impl_summary.md <==
Implementation Results

Outcome
  • Run status: finished, final reports clean

Run
  • Count of tool warnings: 25
  • Max-Cap Viols: 0

Clock tree
  • Post-CTS setup repair buffer count: 0
  • Hold_buf cts: 0
  • Reg clk slew, reported paths: 0.09 ns
  • Sink Count: 24
  • Clk latency of the worst-skew pair: roughly 0.27 ns
  • Maximum clock insertion buffer count: 2
  • Root buf cell: clkbuf_8
  • CTS buffer count: 3
  • H-tree depth: 1
  • Post-CTS sizing: 0
  • TritonCTS clock tree: done

Routing
  • Wire per inst: approximately 11 um
  • Vias after detailed routing: between 800 and 900
  • WL final: about 2400 um
  • Ant. Diodes: 0
  • Drt via density: around 3.9
  • Residual DRC count: 0
  • Post-DRT Antenna Nets: 0
  • Drt initial violations: 32
  • First-pass DRT Iterations: 4

Placement
  • GPL Wtd Cong: 0.799
  • Area after DPL: between 1500 and 2000 sq um
  • I/O Buffers: 14
  • Detailed placement HPWL: 1740 um

Critical path
  • Arrival time at the worst endpoint: roughly 1.2 ns
  • Worst-path cell chain: clkdlybuf4s50_1
  • WS Path Type: flip-flop to primary output
  • Crit path buffers/inverters: 1
  • Kind of cell adding the most delay to the critical path: buffers and inverters
  • Crit. End Element: primary output
  • Crit path max-delay cell type: clkdlybuf4s50_1
  • CP Max Fanout: 3
  • CP startpoint kind: flip-flop
  • WP data required: 6.00 ns
  • Crit-path max cell delay: about 0.50 ns

Finish
  • Layout cell share with drive strength beyond 1: between 10% and 20%
  • Post-route cell area: 1690 sq um
  • Combinational Area: 624 sq um
  • Fill count: ~740
  • FF+latch area: 721 sq um
  • Most common logic cells in the final layout: edfxtp_1 (24), nor2b_1 (16), clkdlybuf4s50_1 (14), nor2_1 (12), ha_1 (11)
  • Most frequent logic cell in the layout: edfxtp_1
  • P&R area growth vs syn: 24.7%

Floorplan
  • Die Size: between 10000 and 15000 sq um
  • Die width: around 100 um
  • Core Footprint: between 6000 and 7000 sq um
  • # rows: 30
  • Io pins: 15
  • Die Ht: between 100 and 150 um
  • Initial core utilization: between 10% and 20%

STA
  • Hold WS: 0.577 ns
  • Setup violators final: 0
  • Tmin final: 2.67 ns
  • Slew @ Worst Pin: ~0.32 ns
  • Fin crit share: a little over a third
  • Final hold vios: 0
  • Max Clk Rate: around 0.37 GHz
  • Setup_tns: 0 ns
  • RSZ-0062 raised after global routing: no
  • Final Skew: approximately 0.007 ns
  • Relative slew slack: 78.7%
  • Slew Limit Fails: 0

GRT
  • Total track usage: 4.35%
  • Vias in the first global route: slightly above 800
  • Initial antenna violation count: 0
  • Grt ovf: 0
  • Largest net degree at the start of global routing: 28
  • First-pass GRT wire length: between 4000 and 5000 um

Synth
  • Avg Inst Size Synth: roughly 13 sq um
  • Top cells by area: edfxtp_1 (53%), ha_1 (10%), nor2b_1 (7.4%)
  • Netlist Area Pre-Place: 1360 sq um
  • Yosys Instances: approximately 110
  • YS chip area: 1360 sq um
  • Ys Warns: 1
  • Top-area cell share: 53.1%
  • Post-synth cell types: 30
  • Ys flops: 24
  • Post-synth top area cell: edfxtp_1
  • Cells after Synth: approximately 110
  • Seq share, synth: between 50% and 60%

Power and ir drop
  • Lkg Pwr: just over 0.0006 uW
  • Power Density: 225 nW/um^2
  • Maximum VDD drop: 0.0593 mV

Hold path
  • Hold Crit Class: flip-flop to flip-flop
through the flow:
step / worst slack [ns] / util, % / power, uW / instances
floorplan: 5.08 / - / 243 / 108
global placement: 4.66 / 23.7 / 270 / 217
detailed placement: 4.64 / 23.7 / 271 / 217
CTS: 4.80 / 24.8 / 385 / 221
global route: 4.78 / 24.8 / 402 / 221
finish: 4.83 / 24.8 / 381 / 221
layout make-up:
| class | instances | area share (%) |
|---|---|---|
| timing repair buffer | 16 | 9.17 |
| clock inverter | 1 | 1.78 |
| multi-input combinational | 81 | 36.9 |
| sequential | 24 | 42.6 |
| tap | 96 | 7.10 |
| clock buffer | 3 | 2.44 |
kinds of logic (layout without fill, tap and decap cells):
| group | after synthesis | in the layout | share of synthesized area, % |
|---|---|---|---|
| xor gates and xnor gates | 6 | 6 | 3.87 |
| AOI/OAI and AO/OA | 23 | 23 | 14.3 |
| muxes | 2 | 2 | 1.66 |
| buffers and inverters | 3 | 20 | 0.830 |
| adders and majority gates | 12 | 12 | 11.6 |
| DFF | 24 | 24 | 53.1 |
| and+or+nand+nor | 38 | 38 | 14.6 |
registers in the layout, summed over array words and instances (netlist names):
signal / flops
valor_previo: 12
valor_actual: 12
power by group:
group / internal (uW) / switching [uW]
Combinational: 47.0 / 46.9
Clock: 71.3 / 41.8
Sequential: 166 / 7.38
layer usage:
layer  global-route usage [%]  vias up  share of wire, %
li1                         -      436                 -
met1                     6.00      400                49
met2                     7.34       15                47
met3                    0.439        2               2.5
met4                    0.795        0               1.5
met5                        0        -                 0
final timing paths:
kind	slack, ns	cells after the start	endpoint	start
setup / recovery	4.83	1	fibout[1]	valor_previo[1]$_SDFFCE_PP0P_
hold / removal	0.58	1	valor_previo[5]$_SDFFCE_PP0P_	valor_actual[5]$_SDFFCE_PP0P_
setup reg to reg	5.15	7	valor_actual[10]$_SDFFCE_PP0P_	valor_previo[0]$_SDFFCE_PP0P_
hold reg to reg	0.58	1	valor_previo[5]$_SDFFCE_PP0P_	valor_actual[5]$_SDFFCE_PP0P_
synthesized netlist by cell type:
master / count
xnor2_1: 1
nor3_1: 2
edfxtp_1: 24
clkbuf_1: 2
a21o_1: 3
xor2_1: 5
a31o_1: 1
a41oi_1: 1
a221oi_2: 1
nand3_1: 2
fa_1: 1
or2_1: 1
a21oi_1: 2
or2_2: 2
o21ai_0: 2
a21o_2: 1
nor2b_1: 16
a31oi_1: 1
mux2_1: 2
nand2_1: 2
o21ai_1: 1
nor2_1: 12
o21ai_2: 1
nand4_1: 1
o21bai_2: 2
a211oi_1: 3
a211oi_2: 3
buf_1: 1
ha_1: 11
o21bai_1: 1
Power figures rest on the tool's default switching activity, not on a simulated workload.
