==> flow/design.v <==
module sumador (
    input clk   ,
    input enb   ,
    input [3:0] a     ,
    input [3:0] b     ,
    output [3:0] c
);
reg c;
always @(posedge clk ) begin
    if(enb) begin
        c <= a + b;
    end  
end
endmodule
==> flow/run.sh <==
#!/bin/bash
# OpenROAD 26Q1-2900-gdf79404cd8, Yosys 0.63+post, stock flow scripts
make -C /OpenROAD-flow-scripts/flow DESIGN_CONFIG=/design/flow/config.mk WORK_HOME=/design/flow/orfs finish
==> flow/config.mk <==
export PLATFORM = sky130hd
export DESIGN_NAME = sumador
export DESIGN_NICKNAME = sumador
export VERILOG_FILES = /design/flow/design.v
export SDC_FILE = /design/flow/constraint.sdc
export NUM_CORES = 4
export LEC_CHECK = 1
export CORE_AREA = 10 10 70 70
export DIE_AREA = 0 0 80 80
==> flow/constraint.sdc <==
current_design sumador

set clk_period 1.9
set clk_io_pct 0.2

create_clock -name clk0 -period $clk_period [get_ports {clk}]

set non_clock_inputs [all_inputs -no_clocks]
set_input_delay [expr $clk_period * $clk_io_pct] -clock clk0 $non_clock_inputs
set_output_delay [expr $clk_period * $clk_io_pct] -clock clk0 [all_outputs]
==> impl_metrics.env <==
# source this file to load flow results
export IMPL_report_power_total_mw=0.287
export IMPL_chip_footprint_um2=6400
export IMPL_min_path_type="in2reg"
export IMPL_top_area_share_pct=54.5
export IMPL_vdd_ir_drop_worst_mv=0.121
export IMPL_boundaryPins=14
export IMPL_floorplan_core_area_um2=3420
export IMPL_hold_violations=0
export IMPL_timing_critical_path_fanout_max=2
export IMPL_synth_flop_count=4
export IMPL_timing_max_transition_violations_final=0
export IMPL_detailedRoute_firstPassIterationCount=2
export IMPL_ys_types=7
export IMPL_power_per_cell_area_nw_per_um2=666
export IMPL_drc_violation_count_after_routing=0
export IMPL_timing_critical_path_required_ns=1.88
export IMPL_outcome="complete, no violations"
export IMPL_pwr_share_clk_pct=36.8
export IMPL_largest_reg_flops=4
export IMPL_root_buffer="sky130_fd_sc_hd__clkbuf_4"
export IMPL_gpl_final_weighted_congestion=0.785
export IMPL_critPathArrivalTime_ns=1.56
export IMPL_place_detailed_instances=72
export IMPL_tritoncts="done"
export IMPL_synth_top_cell_by_count="sky130_fd_sc_hd__edfxtp_1"
export IMPL_top_regs="c (4)"
export IMPL_final_critical_path_setup_slack_ns=0.316
export IMPL_setup_fix_buffers_added_after_clock_tree_synthesis=0
export IMPL_netlist_top_cells_count="sky130_fd_sc_hd__edfxtp_1 (4), sky130_fd_sc_hd__ha_1 (3), sky130_fd_sc_hd__xor2_1 (2)"
export IMPL_seq_area_frac_synth_pct=54.5
export IMPL_clk_path_buf_depth=2
export IMPL_finalCriticalPeriod_ns=1.58
export IMPL_drt_iter0_markers=10
export IMPL_grt_overflow_total=0
export IMPL_synth_area_top_cells="sky130_fd_sc_hd__edfxtp_1 (55%), sky130_fd_sc_hd__ha_1 (17%), sky130_fd_sc_hd__fa_1 (9.1%), sky130_fd_sc_hd__xor2_1 (8.0%), sky130_fd_sc_hd__a21oi_2 (4.0%)"
export IMPL_non_filler_instances=75
export IMPL_grt_first_pass_wirelength_um=931
export IMPL_timing_critical_path_to_type="flop"
export IMPL_cell_internal_power_mw=0.230
export IMPL_chipWidth_um=80
export IMPL_grt_max_degree=5
export IMPL_max_clock_freq_mhz=631
export IMPL_core_util_floorplan_pct=6.45
export IMPL_via_per_inst=2.00
export IMPL_slew_headroom_pct=87.0
export IMPL_synth_area_leader="sky130_fd_sc_hd__edfxtp_1"
export IMPL_unrepaired_setup_endpoints_after_global_routing="no"
export IMPL_antenna_violating_nets_post_route=0
export IMPL_sw_frac_of_total_pct=19.8
export IMPL_ys_cells=13
export IMPL_cts_buffers_inserted=3
export IMPL_place_area_um2=408
export IMPL_initial_antenna_violation_count=0
export IMPL_cts_repair_resize_count=0
export IMPL_placement_rows=21
export IMPL_post_synth_instance_area_um2=220
export IMPL_cts_sink_count=4
export IMPL_grt_total_usage_pct=1.88
export IMPL_relative_area_change_from_synthesis_to_final_layout_pct=95.5
export IMPL_crit_type="in2reg"
export IMPL_place_ws_ns=0.0662
export IMPL_fraction_of_layout_instances_using_a_drive_strength_above_1_pct=13.8
export IMPL_seq_power_share_pct=40.4
export IMPL_timing_critical_path_from_type="input port"
export IMPL_log_warning_count=25
export IMPL_p_sw_mw=0.0567
export IMPL_routed_via_count=150
export IMPL_whs_path_depth=2
export IMPL_synthesis_area_per_instance_um2=16.9
export IMPL_timing_final_crit_share_pct=83.4
export IMPL_detail_route_antenna_diodes=0
export IMPL_synth_edff_count=4
export IMPL_cell_breakdown_of_the_critical_path="clkdlybuf4s50_1 -> ha_1 -> a21o_1 -> a21oi_2 -> xnor2_1"
export IMPL_postCtsHoldBufs=0
export IMPL_detail_route_wirelength_um=602
export IMPL_critical_path_max_stage_delay_ns=0.46
export IMPL_leakagePower_nw=0.156
export IMPL_io_buffer_count=13
export IMPL_report_final_setup_viol=0
export IMPL_maxCapViolCount=0
export IMPL_synth_async_reset_ratio_pct=0
export IMPL_first_global_vias=196
export IMPL_final_design_area_no_fill_um2=430
export IMPL_yosys_stat_chipArea_um2=220
export IMPL_ff_latch_area_um2=120
export IMPL_worst_slew_pin_transition_ns=0.195
export IMPL_yosys_most_used_dff="sky130_fd_sc_hd__edfxtp_1"
export IMPL_fin_setup_tns_ns=0
export IMPL_postSynthCellCount=13
export IMPL_fin_hold_ws_ns=0.826
export IMPL_clk_pin_slew_worst_paths_ns=0.04
export IMPL_critical_path_cell_with_the_highest_stage_delay="sky130_fd_sc_hd__clkdlybuf4s50_1"
export IMPL_logic_area_um2=100
export IMPL_num_fill_cells=396
export IMPL_layout_core_utilization_pct=12.6
export IMPL_comb_power_share_pct=22.9
export IMPL_chipHeight_um=80
export IMPL_synth_warnings=1
export IMPL_cts_htree_levels=1
export IMPL_route_detailed_wl_per_inst_um=8.03
export IMPL_max_flop_register="c"
-- cells by family (layout without fill, tap and decap cells) --
| family | Yosys count | count (layout) | synth area share (%) |
|---|---|---|---|
| fa+ha+maj | 4 | 4 | 26.1 |
| flops | 4 | 4 | 54.5 |
| xor+xnor | 3 | 3 | 11.9 |
| compound gates | 2 | 2 | 7.39 |
| buf+inv | 0 | 16 | 0 |
-- power groups by stage --
stage	Combinational (mW)	Clock, mW	Sequential, mW
after CTS	0.0666	0.113	0.116
after global routing	0.0733	0.115	0.117
final	0.0655	0.105	0.116
-- cell usage in the layout (no fill, tap or decap) --
master	netlist	final
sky130_fd_sc_hd__a21oi_2	1	1
sky130_fd_sc_hd__xor2_1	2	2
sky130_fd_sc_hd__clkbuf_4	0	3
sky130_fd_sc_hd__clkdlybuf4s50_1	0	13
sky130_fd_sc_hd__a21o_1	1	1
sky130_fd_sc_hd__fa_1	1	1
sky130_fd_sc_hd__ha_1	3	3
sky130_fd_sc_hd__edfxtp_1	4	4
sky130_fd_sc_hd__xnor2_1	1	1
-- layer usage --
layer	track usage, %	part of all wire (%)	up-vias
li1	-	-	80
met1	2.42	52	56
met2	1.69	21	14
met3	2.39	27	0
met4	0.528	0	0
met5	0	0	-
-- path summary, 6_finish.rpt --
kind / startpoint / end / slack [ns]
setup / recovery: a[1] / c[3]$_DFFE_PP_ / 0.32
hold / removal: b[0] / c[0]$_DFFE_PP_ / 0.83
-- layout make-up --
cell class | count | area share, %
sequential | 4 | 27.9
clock buffer | 3 | 5.23
tap | 46 | 13.4
timing repair buffer | 13 | 30.2
multi-input combinational | 9 | 23.3
-- worst max-delay path, delay by kind of cell --
family	cells	cell delay, ns
AND-OR/OR-AND	2	0.31
buffers and inverters	1	0.46
adder cells (fa/ha/maj)	1	0.32
XOR/XNOR	1	0.09
Power is estimated from default activity; no workload was simulated.
